==> /design/flow/design.v <==
module bcd_counter(
	input						clk,
	input						reset,
	output	reg	[3:0]	cnt,
	output	reg			carry
);
always @(posedge clk, posedge reset)
begin
	if (reset == 1)
		cnt = 0;
	else
	begin
		if (cnt == 9)
		begin
			cnt <= 0;
			carry <= 1;
		end  
		else
		begin
			cnt <= cnt + 1;
			carry <= 0;
		end  
	end
end  
endmodule
module bcd_decoder(
	input				[3:0]	decimal,
	input						dec,
	output	reg	[7:0] hex_out
);
always @(decimal, dec)
begin
	case (decimal)
		0: hex_out = { !dec, 7'b1000000 };
		1: hex_out = { !dec, 7'b1111001 };
		2: hex_out = { !dec, 7'b0100100 };
		3: hex_out = { !dec, 7'b0110000 };
		4: hex_out = { !dec, 7'b0011001 };
		5: hex_out = { !dec, 7'b0010010 };
		6: hex_out = { !dec, 7'b0000010 };
		7: hex_out = { !dec, 7'b1111000 };
		8: hex_out = { !dec, 7'b0000000 };
		9: hex_out = { !dec, 7'b0010000 };
		default: hex_out = 8'hff;
	endcase
end  
endmodule
module clock_divider(
	input					clk,
	output				div_clk
);
reg [15:0] cnt;
reg clk_mem;
assign div_clk = clk_mem;
always @(posedge clk)
	if (cnt == 25000)
	begin
		cnt <= 0;
		clk_mem <= !clk_mem;
	end  
	else
	begin
		cnt <= cnt + 1;
	end  
endmodule
module lfsr_nine(
	input						clk,
	output	reg	[0:2]	out
);
initial
	out = 1;
always @(posedge clk)
begin
	out <= {out[2], out[2] ^ out[0], out[1]};
end
endmodule
module three_to_eight_decoder(
	input				[2:0]	in,
	output	reg	[7:0]	out
);
always @(in)
begin
	case (in)
		0: out <= 8'd0;
		1: out <= 8'd1;
		2: out <= 8'd2;
		3: out <= 8'd4;
		4: out <= 8'd8;
		5: out <= 8'd16;
		6: out <= 8'd32;
		7: out <= 8'd64;
	endcase
end
endmodule
module timing_state(
	input 					en,
	input 					clk,
	input				[1:0]	KEY,
	input				[9:0] SW,
	output	reg	[9:0] LEDR,
	output	wire	[7:0] HEX0,
	output	wire	[7:0] HEX1,
	output	wire	[7:0] HEX2,
	output	wire	[7:0] HEX3,
	output	reg	[3:0]	score_a,
	output	reg	[3:0]	score_b,
	output	reg	[3:0]	score_c,
	output	reg	[3:0] score_d,
	output	wire	[3:0] out_state
);
wire khz_clk;
wire [3:0] cnt_a;
wire [3:0] cnt_b;
wire [3:0] cnt_c;
wire [3:0] cnt_d;
wire carry_a;
wire carry_b;
wire carry_c;
wire carry_d;
clock_divider clk_div(clk, khz_clk);
bcd_counter ca(khz_clk, !en, cnt_a, carry_a);
bcd_counter cb(carry_a, !en, cnt_b, carry_b);
bcd_counter cc(carry_b, !en, cnt_c, carry_c);
bcd_counter cd(carry_c, !en, cnt_d, carry_d);
bcd_decoder da(cnt_a, 0, HEX0);
bcd_decoder db(cnt_b, 0, HEX1);
bcd_decoder dc(cnt_c, 0, HEX2);
bcd_decoder dz(cnt_d, 1, HEX3);
wire 	[2:0] l_out;
reg	[3:0] l_mem;
lfsr_nine lnine(khz_clk, l_out);
wire [7:0] eight_dec;
three_to_eight_decoder ted(l_mem, eight_dec);
always @(negedge en)
begin
	score_a <= cnt_a;
	score_b <= cnt_b;
	score_c <= cnt_c;
	score_d <= cnt_d;
end
always @(posedge clk)
begin
	if (en)
		LEDR <= { 2'd0, eight_dec };
	else
	begin
		LEDR <= 0;
		l_mem <= l_out;
	end
end
assign out_state = (en && (SW == { 2'd0, eight_dec })) ? 3 : 2;
endmodule
==> /design/flow/run.sh <==
#!/bin/bash
# OpenROAD 26Q1-2900-gdf79404cd8, Yosys 0.63+post, stock flow scripts
make -C /OpenROAD-flow-scripts/flow DESIGN_CONFIG=/design/flow/config.mk WORK_HOME=/design/flow/orfs finish
==> /design/flow/config.mk <==
export PLATFORM = sky130hd
export DESIGN_NAME = timing_state
export DESIGN_NICKNAME = timing_state
export VERILOG_FILES = /design/flow/design.v
export SDC_FILE = /design/flow/constraint.sdc
export NUM_CORES = 4
export LEC_CHECK = 1
export CORE_UTILIZATION = 50
==> /design/flow/constraint.sdc <==
current_design timing_state

set clk_period 2.7
set clk_io_pct 0.2

create_clock -name clk0 -period $clk_period [get_ports {clk}]
create_clock -name clk1 -period $clk_period [get_ports {en}]

set non_clock_inputs [all_inputs -no_clocks]
set_input_delay [expr $clk_period * $clk_io_pct] -clock clk0 $non_clock_inputs
set_output_delay [expr $clk_period * $clk_io_pct] -clock clk0 [all_outputs]
==> results.cfg <==
; flow metrics
[status]
status = finished clean

[final_timing]
setup_viol = 0
slew_headroom_pct = 61.6
worst_pin_slew_ps = 571
fin_worst_skew_ps = 9.12
tns_ps = 0
slew_viol_final = 0
hold_slack_ps = 331
untimed_endpoints = 73
rsz0062_at_grt = no
unclocked_pins = 22
hold_violations = 0

[drt]
ant_nets = 0
drt_iter0_drc = 227
drt-wirelength-per-cell_um = 13.5
diodes = 0
dr.pass1.iters = 4
post-route-drc-count = 0
vias = 2772
viasPerCell = 5.30
routed_wl_um = 7080

[yosys]
common_cells = 49 x dfxtp_1, 32 x nor2_1, 31 x o21ai_0
yosysChipArea_mm2 = 0.00313
async_reset_ff_share_pct = 22.2
netlist_instances = 341
syn_area_per_cell_um2 = 9.17
yosysCellCount = 341
logic_family = simple AND/OR/NAND/NOR gates
fa_ha_area_share_pct = 0.800
ys_dominant_reg_cell = dfxtp_1
edf_count = 7
yosys.area_share.xor_xnor_pct = 7.28
largest_area_cell = dfxtp_1
synth_cell_types = 38
netlist_area_mm2 = 0.00313
top_area_share_pct = 31.4
most_common_cell = dfxtp_1
synth-compound-area-share_pct = 13.8
muxShareOfSynthArea_pct = 2.28
postSynthSeqShare_pct = 50.9
simple_gate_area_share_pct = 17.8
yosys_warnings = 11
synth_flops = 72
topCellsByArea = dfxtp_1 31%, dfrtp_1 13%, edfxtp_1 6.7%, o21ai_0 5.0%, xnor2_1 4.5%

[power]
p_int_mw = 2.62
p_switching_mw = 1.10
p_per_area_mw_per_mm2 = 838
totalPowerFinal_mw = 3.72
leakagePower_nw = 1.81
seq_power_share_pct = 21.3
power_frac_clock_pct = 78.1
vdd_drop_max_mv = 0.845
combPwrFrac_pct = 0.6
swShare_pct = 29.5

[flow_run]
drv_cap = 0
warnings = 48

[placed_design]
port_buffers = 63
place_congestion = 0.857
placed_cells_incl_taps = 455
hpwl_um = 3660

[floorplan]
design.die.area_mm2 = 0.00657
core_area_mm2 = 0.00599
die_h_um = 81.1
fp_util_pct = 52.2
pin_count = 76
die_w_um = 81.1
num_rows = 28

[global_route]
grt_max_degree = 20
grt_usage_pct = 22.6
grt_overflow = 0
grt-busiest-layer = met1
groute.layer.met2.usage_pct = 21.9
grt_pass1_wl_um = 10900
grt_pass1_vias = 2744
antenna_found_initial = 0
met1_usage_pct = 31.5
met3_usage_pct = 16.2

[worst_setup_path]
max_stage_delay_ps = 290
start_kind = register
worst_ep_required_time_ps = 2160
cp_cell_sequence = clkdlybuf4s15_1
critical_path_class = reg2out
worst-path-buf-inv = 1
crit_path_top_delay_cell = dfxtp_1
cp-end-kind = output pin
worstPathArrival_ps = 2110
path_delay_family = flip-flops
crit_fanout = 1

[clock_network]
cts.clk_slew.worst_paths_ps = 70
holdBufCountCts = 0
cts_tree = built

[layout]
drive_gt1_share_pct = 14.1
final_cells = 523
area_delta_synth_final_pct = 41.9
final_util_pct = 74.1

[worst_hold_path]
hold_path.class = clk2reg
-- layout make-up --
cell class / count / area (um2)
multi-input cells: 230 / 1350
inverters: 14 / 52.6
fillers: 405 / 1550
flip-flops and latches: 72 / 1590
clock inverters: 28 / 159
repair buffers: 62 / 546
clock buffers: 42 / 648
well taps: 75 / 93.8
-- layout by cell type, fill, tap and decap left out, types with 2 or more instances in the layout --
cell	n
nand4_1	8
o211ai_1	9
buf_2	14
and4_1	4
dfrtp_1	16
clkdlybuf4s50_1	46
xnor2_1	16
inv_1	36
and2_1	7
nor2_1	32
nand2b_1	4
and3_1	2
edfxtp_1	7
nand3_1	9
xor2_1	10
clkbuf_1	2
a31oi_1	2
o21ai_0	31
nor3_1	9
clkbuf_16	9
o22a_1	3
ha_1	2
mux2i_1	6
nand2_1	29
clkbuf_8	29
a22o_1	3
a21oi_1	24
conb_1	9
nor2b_1	2
dfxtp_1	49
-- logic make-up (layout without fill, tap and decap cells) --
group           Yosys count  after routing
xor+xnor                 26             26
simple gates            111            111
fa+ha+maj                 2              2
buf+inv                  46            146
mux                       7              7
other cells               2              9
compound gates           75             75
flops                    72             72
-- path summary, 6_finish.rpt --
kind / cells past startpoint / start / to / slack (ps)
worst max-delay path: 1 / score_a[2] / score_a[2] / 50
worst min-delay path: 4 / en / l_mem[1] / 330
worst max register to register: 3 / clk_div.cnt[6] / clk_div.clk_mem / 940
worst min register to register: 1 / clk_div.cnt[15] / clk_div.cnt[15] / 460
-- through the flow --
step           instance area (um2)  setup WS, ps
3_3_place_gp                  3720          -106
2_1_floorplan                 3150           282
5_1_grt                       4440          7.58
6_report                      4440          45.3
3_5_place_dp                  3720          -106
4_1_cts                       4440          10.8
-- layer usage --
| layer | wire length (um) | vias to the layer above |
|---|---|---|
| li1 | - | 1352 |
| met1 | 3380 | 1253 |
| met2 | 2750 | 138 |
| met3 | 759 | 29 |
| met4 | 194 | 0 |
| met5 | 0 | - |
-- power by group through the flow --
stage	clock (mW)	sequential [mW]	combinational, mW
CTS	2.99	0.790	0.0223
global route	3.10	0.789	0.0237
finish	2.90	0.791	0.0223
-- flip-flops by register name (all words and copies together), names as in the netlist --
signal	flops
clk_div.cnt	16
score_b	4
cb.cnt	4
LEDR	7
cc.cnt	4
cd.cnt	4
clk_div.clk_mem	1
score_c	4
ca.cnt	4
lnine.out	3
score_d	4
l_mem	3
ca.carry	1
score_a	4
cb.carry	1
eight_dec	7
cc.carry	1
-- worst min-delay path, stage by stage --
cell and delay [ps]:
clkbuf_8 110, clkbuf_16 130, buf_4 150, inv_1 60
-- what timing repair did --
action	CTS	global route
pin swaps	2	0
gates cloned	0	0
resized	49	1
setup buffers	1	0
endpoints found under the setup margin	17	1
Power and IR drop assume default switching activity.
