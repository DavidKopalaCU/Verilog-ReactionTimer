==> flow/design.v <==
module bcd_decoder(
	input				[3:0]	decimal,
	input						dec,
	output	reg	[7:0] hex_out
);
always @(decimal, dec)
begin
	case (decimal)
		0: hex_out = { !dec, 7'b1000000 };
		1: hex_out = { !dec, 7'b1111001 };
		2: hex_out = { !dec, 7'b0100100 };
		3: hex_out = { !dec, 7'b0110000 };
		4: hex_out = { !dec, 7'b0011001 };
		5: hex_out = { !dec, 7'b0010010 };
		6: hex_out = { !dec, 7'b0000010 };
		7: hex_out = { !dec, 7'b1111000 };
		8: hex_out = { !dec, 7'b0000000 };
		9: hex_out = { !dec, 7'b0010000 };
		default: hex_out = 8'hff;
	endcase
end  
endmodule
module finite_state_machine(
	input				[1:0]		KEY,
	output	reg	[9:0]		LEDR,
	output	reg	[7:0]		HEX0,
	output	reg	[7:0]		HEX1,
	output	reg	[7:0]		HEX2,
	output	wire	[7:0]		HEX3,
	output	wire	[7:0]		HEX4,
	output	wire	[7:0]		HEX5
);
wire [3:0] state_index;
wire [3:0] default_out_state;
wire [9:0] default_out_ledr;
wire [7:0] d_HEX0, d_HEX1, d_HEX2, d_HEX3, d_HEX4, d_HEX5;
default_case d_case(state_index, KEY, default_out_ledr, d_HEX0, d_HEX1, d_HEX2, d_HEX3, d_HEX4, d_HEX5);
wire [3:0] zero_out_state;
wire [9:0] zero_out_ledr;
wire [7:0] z_HEX0, z_HEX1, z_HEX2, z_HEX3, z_HEX4, z_HEX5;
zero_state z_case(state_index, KEY, zero_out_ledr, z_HEX0, z_HEX1, z_HEX2, z_HEX3, z_HEX4, z_HEX5);
always @(state_index)
begin
	case(state_index)
		0: begin 
			LEDR <= default_out_ledr;
			HEX0 <= d_HEX0;
			HEX1 <= d_HEX1;
			HEX2 <= d_HEX2;
		end
		1: begin
			LEDR <= zero_out_ledr;
			HEX0 <= z_HEX0;
			HEX1 <= z_HEX1;
			HEX2 <= z_HEX2;
		end
		default:
		begin
			LEDR <= default_out_ledr;
			HEX0 <= d_HEX0;
			HEX1 <= d_HEX1;
			HEX2 <= d_HEX2;
		end
	endcase
end  
bcd_decoder st_out(state_index, 0, HEX5);
bcd_decoder st0_out(default_out_state, 0, HEX4);
bcd_decoder st1_out(zero_out_state, 0, HEX3);
endmodule
module default_case(
	inout 	wire	[3:0] 	state,
	input				[1:0]		KEY,
	output	reg	[9:0]		LEDR,
	output			[7:0]		HEX0,
	output			[7:0]		HEX1,
	output			[7:0]		HEX2,
	output			[7:0]		HEX3,
	output			[7:0]		HEX4,
	output			[7:0]		HEX5
);
reg [3:0] out_state;
assign state = out_state;
	assign {HEX5, HEX4, HEX3, HEX2, HEX1, HEX0} = 0;
	always @(posedge KEY[0])
	begin
		if (state != 1) begin
			out_state = state + 1;
		end
		LEDR = ~LEDR;
	end  
endmodule
module zero_state(
	inout 	wire	[3:0] 	state,
	input				[1:0]		KEY,
	output			[9:0]		LEDR,
	output			[7:0]		HEX0,
	output			[7:0]		HEX1,
	output			[7:0]		HEX2,
	output			[7:0]		HEX3,
	output			[7:0]		HEX4,
	output			[7:0]		HEX5
);
assign LEDR = 10'h01F;
reg [3:0] out_state;
assign state = out_state;
always @(negedge KEY[0])
begin
	if (state == 1) begin
		out_state <= state - 1;
	end
end  
endmodule
==> flow/run.sh <==
#!/bin/bash
# OpenROAD 26Q1-2900-gdf79404cd8, Yosys 0.63+post, stock flow scripts
make -C /OpenROAD-flow-scripts/flow DESIGN_CONFIG=/design/flow/config.mk WORK_HOME=/design/flow/orfs finish
==> flow/config.mk <==
export PLATFORM = sky130hd
export DESIGN_NAME = finite_state_machine
export DESIGN_NICKNAME = finite_state_machine
export VERILOG_FILES = /design/flow/design.v
export SDC_FILE = /design/flow/constraint.sdc
export NUM_CORES = 4
export LEC_CHECK = 1
export CORE_AREA = 10 10 77 77
export DIE_AREA = 0 0 87 87
==> flow/constraint.sdc <==
current_design finite_state_machine

set clk_period 3.4
set clk_io_pct 0.2

create_clock -name clk0 -period $clk_period [get_ports {KEY}]

set non_clock_inputs [all_inputs -no_clocks]
set_input_delay [expr $clk_period * $clk_io_pct] -clock clk0 $non_clock_inputs
set_output_delay [expr $clk_period * $clk_io_pct] -clock clk0 [all_outputs]
==> impl_metrics.yaml <==
# generated from flow reports
synthesis:
  ys_types: 31
  top_cells_by_count: "buf_4 (42), inv_1 (16), dfxtp_1 (10), nand2_1 (10), nor2_1 (10)"
  numSynthFlops: 18
  yosys_area_mm2: 0.00119
  synth_top_area_share: 0.264
  synth.most_common_cell: "buf_4"
  yosysWarnings: 7
  synth_area_leader_cell: "buf_4"
  ys_async_sr_fraction: 0
  synth.area.top_cells: "buf_4 (26%), edfxtp_1 (20%), dfxtp_1 (17%)"
  edf_count: 8
  ys.flop_type: "dfxtp_1"
  yosysCellCount: 135
  postSynthSeqShare: 0.369
run_status:
  error: "ERROR: Found 4 problems in 'check -assert'."
  status: "aborted with a tool error"
  haltStage: "synthesis"
cell families after synthesis:
group	Yosys count	synth area share
compound gates	14	0.0828
xor+xnor	4	0.0294
fa+ha+maj	4	0.0419
buf+inv	63	0.340
flops	18	0.369
mux	1	0.00943
other cells	2	0.00629
simple gates	29	0.122
